==> flow/design.v <==
module lab4iram1B(CLK, RESET, ADDR, Q);
  input         CLK;
  input         RESET;
  input  [7:0]  ADDR;
  output [15:0] Q;
  reg    [15:0] mem[0:127];  
  wire   [6:0]  saddr;
  integer       i;
  assign saddr = ADDR[7:1];
  assign Q = mem[saddr];
  always @(posedge CLK) begin
    if(RESET) begin
      mem[0]  <= 16'b1111000000000001;  
      mem[1]  <= 16'b0101000101111111;  
      mem[2]  <= 16'b0010101001111010;  
      mem[3]  <= 16'b0010101010111011;  
      mem[4]  <= 16'b0100101001000000;  
      mem[5]  <= 16'b0100101010111111;  
      mem[6]  <= 16'b0110010011000001;  
      mem[7]  <= 16'b1111000011011001;  
      mem[8]  <= 16'b1111001011011101;  
      mem[9]  <= 16'b1111000011100000;  
      mem[10]  <= 16'b1111001000001100;  
      mem[11]  <= 16'b1111010000010011;  
      mem[12]  <= 16'b0110010011000001;  
      mem[13]  <= 16'b1111000011011001;  
      mem[14]  <= 16'b1111001011011101;  
      mem[15]  <= 16'b1111100011100000;  
      mem[16]  <= 16'b1111001000001100;  
      mem[17]  <= 16'b1111010000010011;  
      mem[18]  <= 16'b0110010011000001;  
      mem[19]  <= 16'b1111000011011001;  
      mem[20]  <= 16'b1111001011011101;  
      mem[21]  <= 16'b1111100011100000;  
      mem[22]  <= 16'b1111001000001100;  
      mem[23]  <= 16'b1111010000010011;  
      mem[24]  <= 16'b0110010011000001;  
      mem[25]  <= 16'b1111000011011001;  
      mem[26]  <= 16'b1111001011011101;  
      mem[27]  <= 16'b1111100011100000;  
      mem[28]  <= 16'b0100101100111110;  
      mem[29]  <= 16'b0010101100111100;  
      mem[30]  <= 16'b0100101100111101;  
      for(i = 31; i < 128; i = i + 1) begin
        mem[i] <= 16'b0000000000000000;
      end
    end
  end
endmodule
==> flow/run.sh <==
#!/bin/bash
# OpenROAD 26Q1-2900-gdf79404cd8, Yosys 0.63+post, stock flow scripts
make -C /OpenROAD-flow-scripts/flow DESIGN_CONFIG=/design/flow/config.mk WORK_HOME=/design/flow/orfs finish
==> flow/config.mk <==
export PLATFORM = sky130hd
export DESIGN_NAME = lab4iram1B
export DESIGN_NICKNAME = lab4iram1B
export VERILOG_FILES = /design/flow/design.v
export SDC_FILE = /design/flow/constraint.sdc
export NUM_CORES = 4
export LEC_CHECK = 1
export CORE_AREA = 10 10 73 73
export DIE_AREA = 0 0 83 83
==> flow/constraint.sdc <==
current_design lab4iram1B

set clk_period 3.8
set clk_io_pct 0.2

create_clock -name clk0 -period $clk_period [get_ports {CLK}]

set non_clock_inputs [all_inputs -no_clocks]
set_input_delay [expr $clk_period * $clk_io_pct] -clock clk0 $non_clock_inputs
set_output_delay [expr $clk_period * $clk_io_pct] -clock clk0 [all_outputs]
==> results.cfg <==
; yosys + openroad results
[status]
run_status = finished clean

[route]
routed_wirelength_mm = 2.49
avgRoutedWirePerCell_microns = 13.4
ant_nets = 0
via_count = 958
insertedDiodeCount = 0
detail_route.first_pass.iterations = 4
drc_marker_count_from_the_first_detailed_route_iteration = 157
vias_per_cell = 5.15
remaining_drc_errors = 0

[critical_path]
crit_path_cell_trace = clkdlybuf4s50_1 -> buf_4 -> and3_1 -> a21oi_1 -> a21oi_1 -> nor3_1 -> clkdlybuf4s50_1
end_kind = primary output
max_stage_delay_ps = 570
timing.setup.critical_path_class = in -> out
critPathLaunchType = input port
crit_arrival_ps = 2790
worst-path-max-fanout = 13
crit_path_top_delay_cell = sky130_fd_sc_hd__clkdlybuf4s50_1
required_ps = 3040

[global_routing]
global_routing_usage_on_met2 = 0.0957
remaining_global_route_overflow = 0
grt_start_max_net_pins = 38
grt_pass1_vias = 856
grt.met3_usage = 0.0128
grt_util_all_layers = 0.0655
grt_antenna_before_repair = 0
met1_usage = 0.0994
grt_first_pass_wirelength_mm = 4.13
globalRoute.busiestLayer = met1

[pwr]
p_leak_nw = 0.345
post-layout-total-power_mw = 0.104
power.density_nw_per_um2 = 103
power.ir.vdd_worst_mv = 0.0519

[place]
port_buffer_cells = 23
placer_congestion_estimate = 0.876
detailedPlacementHpwl_mm = 1.87

[synthesis]
synth-warning-count = 2
yosys_area_sq_um = 727
syn-cell-area_sq_um = 727
top_area_frac = 0.103
synth_cell_types = 41
syn-instance-count = 122
synthesis.area_per_instance_sq_um = 5.96
top_cells_by_area = sky130_fd_sc_hd__a21oi_1 10%, sky130_fd_sc_hd__nor2_1 7.7%, sky130_fd_sc_hd__o21ai_0 6.9%, sky130_fd_sc_hd__a31oi_1 4.3%, sky130_fd_sc_hd__buf_2 4.1%
ys_cells = 122
synth_sequential_area_ratio = 0
synth_area_leader_cell = sky130_fd_sc_hd__a21oi_1

[sta]
max_clock_freq_mhz = 281
finalClockPeriodUsage = 0.935
final.min_clock_period_ps = 3550
tightest_slew_ps = 375
finalSetupViolations = 0
final.setup.tns_ps = 0
timing.final.max_slew_violations = 0
slew_headroom = 0.749
rsz0062_at_grt = no
worst_hold_slack_ps = 2620
hold_violations = 0

[final_layout]
flop-count = 0
area.sequential_sq_um = 0
drive_above_1_share = 0.0797
final_cell_mix = 23 x sky130_fd_sc_hd__clkdlybuf4s50_1, 15 x sky130_fd_sc_hd__nor2_1, 15 x sky130_fd_sc_hd__a21oi_1
final_common_cell = sky130_fd_sc_hd__clkdlybuf4s50_1
clock_buffer_count = 0
syn2layout_area_growth_pct = 38.2

[hold_path]
timing.hold.worst.class = in -> out
min_to = Q[15]
hold_path_startpoint = ADDR[6]
hold-path-cell-count = 5

[clock_tree]
cts_hold_repair.buffers = 0
post_cts_resize_count = 0
post-cts-setup-buffers = 0

[floorplan]
floorplan.initialDensity = 0.194
die.size.x_microns = 83
rows = 22
die_outline_area_sq_um = 6890
io_pins = 26
core_area_sq_um = 3740
die_h_microns = 83

[flow_run]
openroad.warnings = 30
drv_cap = 0
[cells by family (layout without fill, tap and decap cells)]
group           Yosys count  in the layout  synth area share
compound gates           53             53             0.465
xor+xnor                  2              2            0.0241
buf+inv                  17             33             0.139
simple gates             50             50             0.372
[Yosys cell counts (2+ instances only)]
| cell type | number |
|---|---|
| sky130_fd_sc_hd__o21ai_0 | 10 |
| sky130_fd_sc_hd__a211oi_1 | 3 |
| sky130_fd_sc_hd__inv_1 | 3 |
| sky130_fd_sc_hd__a21oi_1 | 15 |
| sky130_fd_sc_hd__nor2_1 | 15 |
| sky130_fd_sc_hd__clkbuf_1 | 2 |
| sky130_fd_sc_hd__buf_6 | 2 |
| sky130_fd_sc_hd__o31ai_1 | 2 |
| sky130_fd_sc_hd__nand2_1 | 5 |
| sky130_fd_sc_hd__a221oi_1 | 2 |
| sky130_fd_sc_hd__xor2_1 | 2 |
| sky130_fd_sc_hd__nand4_1 | 2 |
| sky130_fd_sc_hd__nand2b_1 | 4 |
| sky130_fd_sc_hd__or2_1 | 3 |
| sky130_fd_sc_hd__nand3_1 | 4 |
| sky130_fd_sc_hd__buf_4 | 4 |
| sky130_fd_sc_hd__and3_1 | 2 |
| sky130_fd_sc_hd__buf_2 | 6 |
| sky130_fd_sc_hd__a31oi_1 | 5 |
| sky130_fd_sc_hd__o22ai_1 | 2 |
| sky130_fd_sc_hd__nor3_1 | 4 |
| sky130_fd_sc_hd__a2bb2oi_1 | 2 |
| sky130_fd_sc_hd__nor2b_1 | 2 |
| sky130_fd_sc_hd__o21ai_1 | 3 |
| sky130_fd_sc_hd__or2_2 | 2 |
[report_power, final]
part           total [mW]  switching, mW  internal (mW)
clock                   0              0              0
combinational       0.104         0.0527         0.0511
sequential              0              0              0
total               0.104         0.0527         0.0511
[worst max-delay path: cells and delay by family]
family                 cells  cell delay [ps]
buffers and inverters      3             1330
AND/OR/NAND/NOR            2              420
AND-OR/OR-AND              2              280
[per-stage QoR]
| step | instance area [sq um] | utilization | cells | setup WS [ps] |
|---|---|---|---|---|
| 3_5_place_dp | 1000 | 0.268 | 186 | 274 |
| 4_1_cts | 1000 | 0.268 | 186 | 254 |
| 6_report | 1000 | 0.268 | 186 | 245 |
| 3_3_place_gp | 1000 | 0.268 | 186 | 218 |
| 5_1_grt | 1000 | 0.268 | 186 | 47.6 |
| 2_1_floorplan | 727 | - | 122 | 1520 |
[layer usage]
layer	wire length [microns]	vias up
li1	-	487
met1	1220	424
met2	1050	45
met3	215	2
met4	6	0
met5	0	-
[area by class of cell]
| cell class | instances | area, sq um |
|---|---|---|
| Tap cell | 48 | 60.1 |
| Timing Repair Buffer | 30 | 308 |
| Multi-Input combinational cell | 105 | 626 |
| Inverter | 3 | 11.3 |
| Fill cell | 440 | 2740 |
[worst max-delay path by stage]
stage	startpoint	to	slack, ps	cells past startpoint
CTS	ADDR[5]	Q[0]	250	7
global route	ADDR[5]	Q[0]	50	7
finish	ADDR[5]	Q[0]	250	7
