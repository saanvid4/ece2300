## flow/config.mk

```make
export PLATFORM = sky130hd
export DESIGN_NAME = lab4_top
export DESIGN_NICKNAME = lab4_top
export VERILOG_FILES = /design/flow/design.v
export SDC_FILE = /design/flow/constraint.sdc
export NUM_CORES = 4
export LEC_CHECK = 1
export CORE_UTILIZATION = 40
```

## flow/constraint.sdc

```tcl
current_design lab4_top

set clk_period 2.7
set clk_io_pct 0.2

create_clock -name clk0 -period $clk_period [get_ports {CLK50}]

set non_clock_inputs [all_inputs -no_clocks]
set_input_delay [expr $clk_period * $clk_io_pct] -clock clk0 $non_clock_inputs
set_output_delay [expr $clk_period * $clk_io_pct] -clock clk0 [all_outputs]
```

## flow/design.v

```verilog
module hex_to_seven_seg(B, SSEG_L);
  input  [3:0]  B;
  output [6:0]  SSEG_L;
  reg    [6:0]  SSEG_L;
// synthesis translate_off
// synthesis translate_on
  wire [3:0] BB;
  assign BB = B;
  always @ (BB)
  begin
    case (BB)
      4'h0 : SSEG_L = 7'b1000000;
      4'h1 : SSEG_L = 7'b1111001;
      4'h2 : SSEG_L = 7'b0100100;
      4'h3 : SSEG_L = 7'b0110000;
      4'h4 : SSEG_L = 7'b0011001;
      4'h5 : SSEG_L = 7'b0010010;
      4'h6 : SSEG_L = 7'b0000010;
      4'h7 : SSEG_L = 7'b1111000;
      4'h8 : SSEG_L = 7'b0000000;
      4'h9 : SSEG_L = 7'b0010000;
      4'hA : SSEG_L = 7'b0001000;
      4'hB : SSEG_L = 7'b0000011;
      4'hC : SSEG_L = 7'b1000110;
      4'hD : SSEG_L = 7'b0100001;
      4'hE : SSEG_L = 7'b0000110;
      4'hF : SSEG_L = 7'b0001110;
      default : SSEG_L = 7'b1111111;
    endcase
  end
endmodule
module var_clk(clock_sel, clock_50MHz, var_clock);
	input clock_50MHz;
	input [2:0] clock_sel;
	output var_clock;
	reg var_clock;
	wire rco_10MHz, rco_1MHz, rco_100kHz, rco_10kHz, rco_1kHz, rco_100Hz, rco_10Hz, rco_1Hz;
	wire clock_10MHz, clock_1MHz, clock_100kHz, clock_10kHz, clock_1kHz, clock_100Hz, clock_10Hz, clock_1Hz;
	pclock #(5) counter_10MHz(clock_50MHz,1'b1,clock_10MHz,rco_10MHz);    
	pclock counter_1MHz(clock_50MHz,rco_10MHz,clock_1MHz,rco_1MHz);       
	pclock counter_100kHz(clock_50MHz,rco_1MHz,clock_100kHz,rco_100kHz);  
	pclock counter_10kHz(clock_50MHz,rco_100kHz,clock_10kHz,rco_10kHz);   
	pclock counter_1kHz(clock_50MHz,rco_10kHz,clock_1kHz,rco_1kHz);       
	pclock counter_100Hz(clock_50MHz,rco_1kHz,clock_100Hz,rco_100Hz);     
	pclock counter_10Hz(clock_50MHz,rco_100Hz,clock_10Hz,rco_10Hz);       
	pclock counter_1Hz(clock_50MHz,rco_10Hz,clock_1Hz,rco_1Hz);           
	always @ (posedge clock_50MHz)
	case(clock_sel)
	   3'b000 : var_clock = clock_1Hz;
	   3'b001 : var_clock = clock_10Hz;
	   3'b010 : var_clock = clock_100Hz;
	   3'b011 : var_clock = clock_1kHz;
	   3'b100 : var_clock = clock_10kHz;
	   3'b101 : var_clock = clock_100kHz;
	   3'b110 : var_clock = clock_1MHz;
	   3'b111 : var_clock = clock_10MHz;
	   default: var_clock = clock_1Hz;
	endcase
endmodule
module pclock(clk,EN,clk_out,rco_out);
	input clk,EN;
	output clk_out,rco_out;
	parameter NCYCLES=10;
	reg [3:0] count;
	reg clk_out,rco_out;
	always @ (posedge clk)
	if(EN)
	   if(count < NCYCLES-1)
		   count = count+4'b0001;
	   else
		   count = 0;
	always @ (count,EN)
	begin
		if (count <= (NCYCLES-1)/2)
		   clk_out = 0;
		else
		   clk_out = 1;
		if ((count == NCYCLES-1) & EN)
		   rco_out = 1;
		else
		   rco_out = 0;
	end
endmodule
module cpu(CLK, RESET, EN_L, Iin, Din, PC, NextPC, DataA, DataB, DataC, DataD, MW);
  input         CLK;
  input         RESET;
  input         EN_L;
  input  [15:0] Iin;
  input  [7:0]  Din;
  output [7:0]  PC;
  output [7:0]  NextPC;
  output [7:0]  DataA;
  output [7:0]  DataB;
  output [7:0]  DataC;
  output [7:0]  DataD;
  output        MW;
  reg [7:0] PC;
  reg [7:0] NextPC;
  wire MW;
endmodule
module dual_reg_in(CLK, IN, SEL, WEN_L, OUTA, OUTB);
  input        CLK;
  input  [7:0] IN;
  input			SEL;
  input		   WEN_L;
  output [7:0] OUTA;
  output [7:0] OUTB;
  reg    [7:0] OUTA;
  reg    [7:0] OUTB;
  always @(posedge CLK) begin
	if (~WEN_L) begin
		if (SEL)
			OUTB = IN;
		else
			OUTA = IN;
	end
  end
 endmodule
module lab4(CLK, RESET, IOA, IOB, IOC, EN_L, PC, NextPC, Iin, DataA, DataB, DataC, DataD, Din, MW, IOD, IOE, IOF, IOG);
  input         CLK;
  input         RESET;
  input  [7:0]  IOA;
  input  [7:0]  IOB;
  input  [7:0]  IOC;
  input         EN_L;
  output [7:0]  PC;
  output [7:0]  NextPC;
  output [15:0] Iin;
  output [7:0]  DataA;
  output [7:0]  DataB;
  output [7:0]  DataC;
  output [7:0]  DataD;
  output [7:0]  Din;
  output        MW;
  output [7:0]  IOD;
  output [7:0]  IOE;
  output [7:0]  IOF;
  output [7:0]  IOG;
  cpu aRealProcessorOMGZ(
    .CLK(CLK),
    .RESET(RESET),
    .PC(PC),
    .NextPC(NextPC),
    .Iin(Iin),
    .DataA(DataA),
    .DataB(DataB),
    .DataC(DataC),
    .DataD(DataD),
    .Din(Din),
    .MW(MW),
    .EN_L(EN_L)
  );
  lab4iram leProgramToRun(
    .CLK(CLK),
    .RESET(RESET),
    .ADDR(PC),
    .Q(Iin)
  );
  lab4dram memoriesPressedBetweenThePagesOfMyMind(
    .CLK(CLK),
    .RESET(RESET),
    .ADDR(DataD),
    .DATA(DataB),
    .MW(MW),
    .Q(Din),
    .IOA(IOA),
    .IOB(IOB),
    .IOC(IOC),
    .IOD(IOD),
    .IOE(IOE),
    .IOF(IOF),
    .IOG(IOG)
  );
endmodule
module lab4_top(CLK50, SW, KEY, RESET_N, LEDR, HEX5, HEX4, HEX3, HEX2, HEX1, HEX0);
  input         CLK50;
  input  [9:0]  SW;
  input  [3:0]  KEY;
  input			 RESET_N;
  output [9:0]  LEDR;
  output [6:0]  HEX5;
  output [6:0]  HEX4;
  output [6:0]  HEX3;
  output [6:0]  HEX2;
  output [6:0]  HEX1;
  output [6:0]  HEX0;
  wire			 CLK;
  wire 		    CLK_SEL;
  wire 		    RESET;
  wire			 EN_L;
  wire   [7:0]  IOA;
  wire	[7:0]	 IOB;
  wire	[7:0]	 IOC;
  wire	[7:0]	 IOD;
  wire	[7:0]	 IOE;
  wire	[7:0]	 IOF;
  wire	[7:0]	 IOG;
  assign RESET   = ~RESET_N;
  assign CLK_SEL = SW[9];
  assign EN_L    = KEY[2];
  lab4 daCore(
    .CLK(CLK),
    .RESET(RESET),
    .IOA(IOA),
	 .IOB(IOB),
	 .IOC(IOC),
	 .EN_L(EN_L),
	 .IOD(IOD),
	 .IOE(IOE),
	 .IOF(IOF),
	 .IOG(IOG)
  );
  var_clk clockGenerator(
    .clock_50MHz(CLK50),
    .clock_sel({CLK_SEL, CLK_SEL, CLK_SEL}),
    .var_clock(CLK)
  );
  dual_reg_in inputs(
	 .CLK(CLK),
	 .IN(SW[7:0]),
	 .SEL(SW[8]),
	 .WEN_L(KEY[3]),
	 .OUTA(IOA),
	 .OUTB(IOB)
  );
  assign IOC[7:2]		= 6'b0;
  assign IOC[1]		= ~KEY[1];
  assign IOC[0]		= ~KEY[0];
  assign LEDR[9]     = CLK;
  assign LEDR[8]		= 1'b0;
  assign LEDR[7:0]   = IOD;
  hex_to_seven_seg upperIOG(
    .B(IOG[7:4]),
    .SSEG_L(HEX5)
  );
  hex_to_seven_seg lowerIOG(
    .B(IOG[3:0]),
    .SSEG_L(HEX4)
  );
  hex_to_seven_seg upperIOF(
    .B(IOF[7:4]),
    .SSEG_L(HEX3)
  );
  hex_to_seven_seg lowerIOF(
    .B(IOF[3:0]),
    .SSEG_L(HEX2)
  );
  hex_to_seven_seg upperIOE(
    .B(IOE[7:4]),
    .SSEG_L(HEX1)
  );
  hex_to_seven_seg lowerIOE(
    .B(IOE[3:0]),
    .SSEG_L(HEX0)
  );
endmodule
module lab4dram(CLK, RESET, ADDR, DATA, MW, Q, IOA, IOB, IOC, IOD, IOE, IOF, IOG);
  input        CLK;
  input        RESET;
  input  [7:0] ADDR;   
  input  [7:0] DATA;   
  input        MW;
  output [7:0] Q;
  input  [7:0] IOA;
  input  [7:0] IOB;
  input  [7:0] IOC;
  output [7:0] IOD;
  output [7:0] IOE;
  output [7:0] IOF;
  output [7:0] IOG;
  reg    [7:0] Q;
  reg    [7:0] IOreg [3:6]; 
  reg    [7:0] mem   [0:247];
  reg    [7:0] Q_IO;
  reg    [7:0] Q_mem;
  reg    [7:0] ADDR_IO;
  reg          MW_IO;
  reg          MW_mem;
  always @(*) begin
    Q_mem <= mem[ADDR];
  end
  always @(posedge CLK) begin
    if(RESET) begin
      mem[0]  <= 8'b0000_0000;   
      mem[1]  <= 8'b0000_0000;
      mem[2]  <= 8'b0000_1000;   
      mem[3]  <= 8'b0000_0000;
      mem[4]  <= 8'b0001_0111;   
      mem[5]  <= 8'b0000_0000;
      mem[6]  <= 8'b0010_0110;   
      mem[7]  <= 8'b0000_0000;
      mem[8]  <= 8'b0011_0101;   
      mem[9]  <= 8'b0000_0000;
      mem[10] <= 8'b0100_0100;   
      mem[11] <= 8'b0000_0000;
      mem[12] <= 8'b0101_0011;   
      mem[13] <= 8'b0000_0000;
      mem[14] <= 8'b0110_0010;   
      mem[15] <= 8'b0000_0000;
      mem[16] <= 8'b0111_0001;   
      mem[17] <= 8'b0000_0000;
      mem[18] <= 8'b1000_0000;   
      mem[19] <= 8'b0000_0000;
      mem[20] <= 8'b1000_1001;   
      mem[21] <= 8'b0000_0000;
      mem[22] <= 8'b1001_1000;   
      mem[23] <= 8'b0000_0000;
      mem[24] <= 8'b0000_0111;   
      mem[25] <= 8'b0000_0001;
      mem[26] <= 8'b0001_0110;   
      mem[27] <= 8'b0000_0001;
      mem[28] <= 8'b0010_0101;   
      mem[29] <= 8'b0000_0001;
      mem[30] <= 8'b0011_0011;   
      mem[31] <= 8'b0000_0001;
      mem[32] <= 8'b0100_0010;   
      mem[33] <= 8'b0000_0001;
      mem[34] <= 8'b0101_0001;   
      mem[35] <= 8'b0000_0001;
      mem[36] <= 8'b0110_0000;   
      mem[37] <= 8'b0000_0001;
      mem[38] <= 8'b0110_1001;   
      mem[39] <= 8'b0000_0001;
      mem[40] <= 8'b0111_1000;   
      mem[41] <= 8'b0000_0001;
      mem[42] <= 8'b1000_0111;   
      mem[43] <= 8'b0000_0001;
      mem[44] <= 8'b1001_0110;   
      mem[45] <= 8'b0000_0001;
      mem[46] <= 8'b0000_0101;   
      mem[47] <= 8'b0000_0010;
      mem[48] <= 8'b0001_0100;   
      mem[49] <= 8'b0000_0010;
      mem[50] <= 8'b0010_0011;   
      mem[51] <= 8'b0000_0010;
      mem[52] <= 8'b0011_0010;   
      mem[53] <= 8'b0000_0010;
      mem[54] <= 8'b0100_0001;   
      mem[55] <= 8'b0000_0010;
      mem[56] <= 8'b0101_0000;   
      mem[57] <= 8'b0000_0010;
      mem[58] <= 8'b0101_1001;   
      mem[59] <= 8'b0000_0010;
		IOreg[3] <= 8'b0000_0000;
		IOreg[4] <= 8'b0000_0000;
		IOreg[5] <= 8'b0000_0000;
		IOreg[6] <= 8'b0000_0000;
    end
    else if(MW_IO == 1'b1) begin
      IOreg[ADDR_IO] <= DATA;
    end
    else if(MW_mem == 1'b1) begin
      mem[ADDR] <= DATA;
    end
  end
  assign IOD = IOreg[3];
  assign IOE = IOreg[4];
  assign IOF = IOreg[5];
  assign IOG = IOreg[6];
  always @(*) begin
    MW_mem  = 0;
    MW_IO   = 0;
    ADDR_IO = 0;
    Q       = 8'd0;
    case(ADDR)
      8'd249: begin
        ADDR_IO = 0;
        Q = IOA;
      end
      8'd250: begin
        ADDR_IO = 1;
        Q = IOB;
      end
      8'd251: begin
        ADDR_IO = 2;
        Q = IOC;
      end
      8'd252: begin
        ADDR_IO = 3;
        MW_IO = MW;
      end
      8'd253: begin
        ADDR_IO = 4;
        MW_IO = MW;
      end
      8'd254: begin
        ADDR_IO = 5;
        MW_IO = MW;
      end
      8'd255: begin
        ADDR_IO = 6;
        MW_IO = MW;
      end
      default: begin  
        if(MW) begin
          MW_mem = 1;
        end
        else begin
          Q = Q_mem;
        end
      end
    endcase
  end
endmodule
module lab4iram(CLK, RESET, ADDR, Q);
  input         CLK;
  input         RESET;
  input  [7:0]  ADDR;
  output [15:0] Q;
  reg    [15:0] mem[0:127];  
  wire   [6:0]  saddr;
  integer       i;
  assign saddr = ADDR[7:1];
  assign Q = mem[saddr];
  always @(posedge CLK) begin
    if(RESET) begin
      mem[0]   <= 16'b 1111010010010001;    
      mem[1]   <= 16'b 1111001001001001;    
      mem[2]   <= 16'b 0101010010111111;    
      mem[3]   <= 16'b 1111010010010000;    
      mem[4]   <= 16'b 0101010010111111;    
      mem[5]   <= 16'b 0101010010111111;    
      mem[6]   <= 16'b 1111010001010001;    
      mem[7]   <= 16'b 0101010010000011;    
      mem[8]   <= 16'b 0100010001000000;    
      mem[9]   <= 16'b 0101001001000001;    
      mem[10]  <= 16'b 0100010001000000;    
      mem[11]  <= 16'b 0101001001000001;    
      mem[12]  <= 16'b 0100010001000000;    
      mem[13]  <= 16'b 0101001001000001;    
      mem[14]  <= 16'b 0100010001000000;    
      mem[15]  <= 16'b 0101001001000001;    
      mem[16]  <= 16'b 0100010001000000;    
      mem[17]  <= 16'b 0101001001000001;    
      mem[18]  <= 16'b 0100010001000000;    
      for(i = 19; i < 128; i = i + 1) begin
        mem[i] <= 16'b0000000000000000;
      end
    end
  end
endmodule
```

## flow/run.sh

```bash
#!/bin/bash
# OpenROAD 26Q1-2900-gdf79404cd8, Yosys 0.63+post, stock flow scripts
make -C /OpenROAD-flow-scripts/flow DESIGN_CONFIG=/design/flow/config.mk WORK_HOME=/design/flow/orfs finish
```

==> Changelog: implementation <==
## Flow update

- Flop pwr share: 0.589
- Initial antenna violation count: 0
- Int Power: 762 uW
- Via density per instance: 4.24
- Number of remaining DRC errors: 0
- Initial DRC Count: 34
- CTS tree: done
- CTS sink count: 33
- Registers, synthesis: 33
- Core ar.: 5240 sq um
- Longest Clk Path Bufs: 2
- CP max FO: 4
- Setup repair after global routing missed its margin: false
- Net Sw Power: 180 uW
- # IOs: 68
- Critical-path top delay cell: or4_4
- WP data arrival: 1.97 ns
- Largest net degree at the start of global routing: 10
- Final setup violation count: 0
- Total track usage: 0.0960
- Number of global-route vias before repair: 1018
- Async SR Flop Fraction: 0
- Synthesis area per yosys: 2240 sq um
- Min cycle time layout: 2.03 ns
- Fin. max-slew vios: 0
- Root buf cell: clkbuf_8
- CP peak stage delay: 0.53 ns
- Clock Skew: 0.00313 ns
- Synthesized area: 2240 sq um
- First-pass GRT wire length: 4400 microns
- Share of cells above drive strength 1: 0.0533
- RD Place Congestion: 0.836
- Routed wire per std cell: 9.13 microns
- Worst setup EP type: flip-flop
- Synth Seq Share: 0.420
- ANT nets after route: 0
- Resized cells post-CTS: 0
- Final number of hold-violating endpoints: 0
- # fillers: 478
- DP HPWL: 1950 microns
- Fmax achieved: 493 MHz
- Chip width: 76.8 microns
- Num CTS Buffers: 5
- Inst Count DP: 288
- Hold Slack: 0.439 ns
- GR Overflow Total: 0
- Ys Warns: 26
- Run status: completed
- Max cap viols: 0
- Syn Area/Cell: 10.3 sq um
- Flip-flops with a built-in enable: 28
- H-tree Lvls: 2
- Post-CTS setup buffer count: 0
- Final TNS setup: 0 ns
- Diode count: 0
- Count of input and output buffers: 2
- WL final: 2690 microns
- Leakage: 0.996 nW
- Ys flop type: edfxtp_1
- Worst-path clk slew: 0.06 ns
- Dominant logic cell types in the final layout: conb_1 (52), edfxtp_1 (28), inv_1 (25), ha_1 (23), nand2_1 (14)
- Number of logged tool warnings: 54
- Top cell excl fill/tap: conb_1
- Dpl cell area: 2140 sq um
- Fin crit share: 0.752
- Worst vdd ir: 166 uV
- Cells after Synth: 218
- Worst setup SP type: flip-flop
- Chip height: 76.8 microns
- Worst Hold Class: flip-flop to flip-flop
- Initial Utilization: 0.428
- P&R area growth vs syn: -0.391%
- Switching Share: 0.191
- Clock Latency Late Sink: 0.28 ns
- Final Cell Area: 2230 sq um
- Worst endpoint required time: 2.64 ns
- Die area: 5900 sq um
- Combinational share of power: 0.018
- Layout Cells excl Fill: 295
- WS Path Type: flip-flop to flip-flop
- Row cnt: 26
- Clock power frac: 0.392
- First-pass DRT Iterations: 4
- Synth unique cells: 31
- Worst path cell trace: inv_1, ha_1, nand3b_4, or4_4, nor3_2
- Cell Pwr Density: 422 nW/um^2
- Vias: 1250
- Cells in synth_stat.txt: 218
- Post-CTS Hold Fix Bufs: 0
-- sequential cells by signal, indices dropped and copies added (netlist names) --
name and flops:
clockGenerator.counter_100Hz.count 4, clockGenerator.var_clock 1, clockGenerator.counter_100kHz.count 4, clockGenerator.counter_1MHz.count 4, clockGenerator.counter_10Hz.count 4, clockGenerator.counter_10kHz.count 4
clockGenerator.counter_1Hz.count 4, clockGenerator.counter_10MHz.count 4, clockGenerator.counter_1kHz.count 4
-- cells in the mapped netlist (all sizes together), types with 2 or more instances --
master / count / area (sq um)
buf: 52 / 390
edfxtp: 28 / 841
inv: 25 / 93.8
ha: 23 / 288
nand2: 14 / 52.6
o21ai: 10 / 50.1
a21oi: 8 / 40.0
a21boi: 7 / 52.6
nand2b: 7 / 43.8
nand3b: 6 / 70.1
dfxtp: 5 / 100
o22ai: 4 / 25.0
nand3: 3 / 15.0
nor2: 3 / 11.3
nor2b: 3 / 18.8
nor3: 3 / 25.0
xnor2: 3 / 26.3
and2: 2 / 12.5
conb: 2 / 7.51
or4: 2 / 18.8
-- final cells by class --
| cell class | count | area [sq um] | area share |
|---|---|---|---|
| inverter | 25 | 93.8 | 0.0421 |
| sequential | 33 | 941 | 0.422 |
| multi-input combinational | 158 | 1000 | 0.449 |
| clock buffer | 7 | 86.3 | 0.0387 |
| timing repair buffer | 2 | 20.0 | 0.00897 |
| tap | 70 | 87.6 | 0.0393 |
-- final timing paths --
check | startpoint | end | slack, ns | cells past startpoint
setup reg to reg | clockGenerator.counter_100kHz.count[1]$_SDFFCE_PP0N_ | clockGenerator.counter_100Hz.count[1]$_SDFFCE_PP0P_ | 0.67 | 5
setup / recovery | clockGenerator.counter_100kHz.count[1]$_SDFFCE_PP0N_ | clockGenerator.counter_100Hz.count[1]$_SDFFCE_PP0P_ | 0.67 | 5
hold / removal | clockGenerator.counter_10MHz.count[3]$_SDFF_PN0_ | clockGenerator.counter_10MHz.count[0]$_SDFF_PN0_ | 0.44 | 1
hold reg to reg | clockGenerator.counter_10MHz.count[3]$_SDFF_PN0_ | clockGenerator.counter_10MHz.count[0]$_SDFF_PN0_ | 0.44 | 1
-- power groups by stage --
stage	clock, mW	combinational, mW	sequential, mW
6_report	0.370	0.0173	0.555
5_1_grt	0.407	0.0229	0.556
4_1_cts	0.386	0.0186	0.555
-- cells by family after synthesis --
logic type                 synth area share
adders and majority gates             0.128
AOI/OAI and AO/OA                    0.0916
other                               0.00335
and+or+nand+nor                       0.128
xor gates and xnor gates             0.0117
buffers and inverters                 0.216
DFF                                   0.420
-- per-stage QoR --
| step | setup slack, ns | util | power [mW] |
|---|---|---|---|
| 2_1_floorplan | 0.842 | - | 0.630 |
| 3_3_place_gp | 0.684 | 0.409 | 0.585 |
| 3_5_place_dp | 0.658 | 0.409 | 0.585 |
| 4_1_cts | 0.651 | 0.426 | 0.960 |
| 5_1_grt | 0.554 | 0.426 | 0.985 |
| 6_report | 0.670 | 0.426 | 0.942 |
-- worst max-delay path: cells and delay by family, from the launching register on --
kind / cells / cell delay, ns
adder cells (fa/ha/maj): 1 / 0.20
buffers and inverters: 1 / 0.12
flip-flops: 1 / 0.40
AND/OR/NAND/NOR: 3 / 0.98
-- routing by layer --
layer,wire [microns],vias up,global-route usage
li1,-,639,-
met1,1320,549,0.147
met3,190,5,0.0290
met5,0,-,0
met2,1120,57,0.142
met4,56,0,0.0154
Power and IR drop assume default switching activity.
